## /design/flow/design.v

```verilog
`timescale 1ns / 1ps
module seq_detector_moore(
    input P1,P2,clk,reset,
    output reg z
);
parameter S0 = 0, S1 = 1, S2 = 2, S3 = 3, S4 = 4;
reg[2:0] PS, NS;
always @ (posedge clk or posedge reset)
    begin
        if(reset)
            PS <= S0;
        else
            PS <= NS;
    end
always @ (*)
    begin
        case(PS)
            S0 : begin
                z = 0;
                if(P1)
                    NS = S1;
                else
                    NS = S0;
            end
            S1 : begin
                if(P1)
                    NS = S2;
                else
                    NS = S0;
            end
            S2 : begin
                if(P2)
                    NS = S3;
                else
                    NS = S1;
            end
            S3 : begin
                if(P2)
                    NS = S4;
                else
                    NS = S1;
            end
            S4 : begin
                if(P1)
                    NS = S1;
                else
                    NS = S0;
            end
            default : NS = S0;
        endcase
        case(PS)
            S0 : z=0;
            S1 : z=0;
            S2 : z=0;
            S3 : z=0;
            S4 : z=1;
            default : z=0;
        endcase
    end
endmodule
```

## /design/flow/config.mk

```make
export PLATFORM = sky130hd
export DESIGN_NAME = seq_detector_moore
export DESIGN_NICKNAME = seq_detector_moore
export VERILOG_FILES = /design/flow/design.v
export SDC_FILE = /design/flow/constraint.sdc
export NUM_CORES = 4
export LEC_CHECK = 1
export CORE_AREA = 10 10 70 70
export DIE_AREA = 0 0 80 80
```

## /design/flow/run.sh

```bash
#!/bin/bash
# OpenROAD 26Q1-2900-gdf79404cd8, Yosys 0.63+post, stock flow scripts
make -C /OpenROAD-flow-scripts/flow DESIGN_CONFIG=/design/flow/config.mk WORK_HOME=/design/flow/orfs finish
```

## /design/flow/constraint.sdc

```tcl
current_design seq_detector_moore

set clk_period 1.4
set clk_io_pct 0.2

create_clock -name clk0 -period $clk_period [get_ports {clk}]

set non_clock_inputs [all_inputs -no_clocks]
set_input_delay [expr $clk_period * $clk_io_pct] -clock clk0 $non_clock_inputs
set_output_delay [expr $clk_period * $clk_io_pct] -clock clk0 [all_outputs]
```

==> metrics.json <==
{
  "cts": {
    "cts.clk_slew.worst_paths_ns": 0.04,
    "cts_num_sinks": 5,
    "cts_htree_levels": 1,
    "post_cts.repair.setup_buffers": 0,
    "post_cts_resized": 0,
    "postCtsHoldBufs": 0,
    "tritoncts": "built",
    "clock_path_buffers": 2,
    "numCtsBuffers": 3,
    "clock.latency.late_pin_ns": 0.24,
    "root_buffer": "sky130_fd_sc_hd__clkbuf_4"
  },
  "flow_run": {
    "maxCapViolations": 0,
    "number_of_warnings_in_the_stage_logs": 25
  },
  "yosys": {
    "yosys_warnings": 1,
    "synth_seq_share_pct": 73.7,
    "synth.ff_latch_count": 5,
    "yosys-stat-cells": 14,
    "post_synth_instance_area_um2": 171,
    "yosysChipArea_um2": 171,
    "postSynthAreaPerCell_um2": 12.2,
    "synth.lib_cells_used.distinct": 8,
    "postSynthCellCount": 14
  },
  "hold_path": {
    "worst_hold_path_type": "in2async"
  },
  "final_layout": {
    "fraction_of_layout_cells_with_a_size_suffix_above_1_pct": 18.2,
    "regMostFlops": "PS",
    "synthToLayoutAreaGrowth_pct": 73.7,
    "finish.utilization_pct": 8.72,
    "postLayoutCellArea_um2": 298,
    "post_layout_nonfiller_instances": 69,
    "largest_register_ffs": 5,
    "ff_latch_area_um2": 126,
    "largestRegisters": "PS x5",
    "area.combinational_um2": 41.3,
    "fillCellCount": 403
  },
  "detailed_routing": {
    "route.final.wire_length_um": 374,
    "vias": 120,
    "route.detailed.drc": 0,
    "detail_route.vias_per_cell": 1.74,
    "number_of_iterations_in_the_first_detailed_routing_pass": 2,
    "dr.first_iter.drc_count": 5,
    "route.antenna.remaining_nets": 0,
    "drt-wirelength-per-cell_um": 5.42
  },
  "worst_setup_path": {
    "cp_slowest_stage_delay_ns": 0.47,
    "crit_path_cell_trace": "clkdlybuf4s50_1",
    "critical_path.reg2reg.startpoint": "PS[1]",
    "timing.critical_path.fanout_max": 3,
    "worst_ep_required_time_ns": 1.12,
    "worst_path_max_delay_cell": "sky130_fd_sc_hd__clkdlybuf4s50_1",
    "timing.critical_path.to_type": "primary output",
    "rr_endpoint": "PS[3]",
    "crit_path_start_kind": "flip-flop",
    "timing.reg2reg.worst_path_depth": 2,
    "r2r_setup_slk_ns": 0.62,
    "criticalPathCategory": "reg2out",
    "critPathArrivalTime_ns": 1.06,
    "critPathBufInv": 1,
    "crit_family": "buffers and inverters"
  },
  "die": {
    "die.size.y_um": 80,
    "core_area_um2": 3420,
    "fp-utilization_pct": 5.02,
    "chip_area_um2": 6400,
    "top_level_ports": 5,
    "die_width_um": 80,
    "placementRows": 21
  },
  "outcome": {
    "status": "completed"
  },
  "placement": {
    "place_area_um2": 269,
    "placed_cells": 64,
    "gp_congestion": 0.619,
    "numPortBuffers": 4
  },
  "grt": {
    "globalRouteOverflowTotal": 0,
    "grt_usage_pct": 1.56,
    "grt_antenna_before_repair": 1,
    "grt_first_pass_wirelength_um": 655,
    "grt_start_max_net_pins": 6,
    "first_global_vias": 141
  },
  "power_and_ir_drop": {
    "total_leakage_power_uw": 0.000116,
    "power_density_nw_per_um2": 1180,
    "irDropWorstVdd_mv": 0.155
  },
  "final_timing": {
    "slew_violations": 0,
    "fmaxAchievable_ghz": 0.746,
    "worst_slew_pin_slew_ns": 0.193,
    "final.min_clock_period_ns": 1.34,
    "finalCritPeriodShare_pct": 95.7,
    "slew_headroom_pct": 87.0,
    "setup-tns-final_ns": 0,
    "clock_skew_ns": 0.00278,
    "unrepaired_setup_endpoints_after_global_routing": "false",
    "finalSetupViolations": 0,
    "hold-worst-slack_ns": 0.234,
    "report.final.hold_viol_count": 0
  }
}
==> report_power, final <==
group	internal (µW)	total (µW)	switching [µW]
clock network	107	161	53.9
registers	159	164	4.74
logic	15.0	27.2	12.1
total	281	352	70.7
==> cell type report <==
class                   instances  area share (%)
well taps                      46            19.3
clock buffers                   4            8.82
flip-flops and latches          5            42.4
inverters                       1            1.26
multi-input cells               8            13.9
repair buffers                  4            13.4
diodes                          1           0.840
==> placed cells by master, fill, tap and decap left out <==
master,netlist,final
sky130_fd_sc_hd__dfrtp_1,4,4
sky130_fd_sc_hd__clkdlybuf4s50_1,0,4
sky130_fd_sc_hd__and2_1,3,3
sky130_fd_sc_hd__clkbuf_4,0,3
sky130_fd_sc_hd__nor2_1,2,2
sky130_fd_sc_hd__diode_2,0,1
sky130_fd_sc_hd__dfstp_2,1,1
sky130_fd_sc_hd__nor3_1,1,1
sky130_fd_sc_hd__o21ai_0,1,1
sky130_fd_sc_hd__o21ai_1,1,1
sky130_fd_sc_hd__inv_1,1,1
sky130_fd_sc_hd__clkbuf_1,0,1
==> cells in the mapped netlist <==
cell type,count,area share [%]
sky130_fd_sc_hd__and2_1,3,11
sky130_fd_sc_hd__dfrtp_1,4,58
sky130_fd_sc_hd__dfstp_2,1,15
sky130_fd_sc_hd__inv_1,1,2.2
sky130_fd_sc_hd__nor2_1,2,4.4
sky130_fd_sc_hd__nor3_1,1,2.9
sky130_fd_sc_hd__o21ai_0,1,2.9
sky130_fd_sc_hd__o21ai_1,1,2.9
==> cell families (layout without fill, tap and decap cells) <==
logic type             after synthesis  after routing  share of synthesized area (%)
buffers and inverters                1              9                           2.19
flip-flops                           5              5                           73.7
other                                0              1                              0
AND-OR/OR-AND                        2              2                           5.83
AND/OR/NAND/NOR                      6              6                           18.2
==> worst max path at each step <==
stage         startpoint  endpoint  depth (start not counted)
finish             PS[1]         z                          1
CTS                PS[1]         z                          1
global route       PS[1]         z                          1
==> per-stage QoR <==
step / worst slack, ns / total power, µW
after floorplan: 0.705 / 177
after global placement: 0.318 / 190
after detailed placement: 0.312 / 193
after CTS: 0.0419 / 362
after global routing: 0.0155 / 381
final: 0.0600 / 352
==> metal layers <==
layer	routed length, µm	part of all wire, %	GRT usage, %
met1	136	36	1.41
met2	123	33	1.61
met3	114	30	2.84
met4	0	0	0.176
met5	0	0	0
No activity file was given, so power comes from the tool's default toggle rates.
