`flow/config.mk`:
```
export PLATFORM = sky130hd
export DESIGN_NAME = seq_detector_mealy
export DESIGN_NICKNAME = seq_detector_mealy
export VERILOG_FILES = /design/flow/design.v
export SDC_FILE = /design/flow/constraint.sdc
export NUM_CORES = 4
export LEC_CHECK = 1
export CORE_AREA = 10 10 70 70
export DIE_AREA = 0 0 80 80
```
`flow/run.sh`:
```
#!/bin/bash
# OpenROAD 26Q1-2900-gdf79404cd8, Yosys 0.63+post, stock flow scripts
make -C /OpenROAD-flow-scripts/flow DESIGN_CONFIG=/design/flow/config.mk WORK_HOME=/design/flow/orfs finish
```
`flow/design.v`:
```
`timescale 1ns / 1ps
module seq_detector_mealy(
    input P1,P2,clk,reset,
    output reg z
);
parameter S0 = 0, S1 = 1, S2 = 2, S3 = 3;
reg[1:0] PS, NS;
always @ (posedge clk or posedge reset)
    begin
        if(reset)
            PS <= S0;
        else
            PS <= NS;
    end
always @ (*)
    begin
        case(PS)
            S0 : begin
                z = 0;
                if(P1)
                    NS = S1;
                else
                    NS = S0;
            end
            S1 : begin
                if(P1)
                    NS = S2;
                else
                    NS = S0;
            end
            S2 : begin
                if(P2)
                    NS = S3;
                else
                    NS = S1;
            end
            S3 : begin
                if(P1) begin
                    z=1;
                    NS = S1;
                end
                else
                    NS = S0;
            end
            default : NS = S0;
        endcase
        case(PS)
            S0 : z=0;
            S1 : z=0;
            S2 : z=0;
            S3 : begin
                    if(P1)
                        z=1;
                    else
                        z=0;
                 end
            default : z=0;
        endcase
    end
    endmodule
```
`flow/constraint.sdc`:
```
current_design seq_detector_mealy

set clk_period 1.1
set clk_io_pct 0.2

create_clock -name clk0 -period $clk_period [get_ports {clk}]

set non_clock_inputs [all_inputs -no_clocks]
set_input_delay [expr $clk_period * $clk_io_pct] -clock clk0 $non_clock_inputs
set_output_delay [expr $clk_period * $clk_io_pct] -clock clk0 [all_outputs]
```
==> flow_summary.toml <==
# physical design summary
[drt]
viasPerCell = 1.65
n_antenna_cell = 0
ant_nets = 0
drtIter0Drc = 0
vias = 114
wire_per_inst_um = 5.07
drc_errors = 0
drt_first_pass_iters = 1
wirelength_um = 350

[final_timing]
fmax_mhz = 941
min_period_over_period = 0.966
worstMarginPinSlew_ns = 0.145
setup-violations-final = 0
finalHoldViolations = 0
fin_ws_ns = 0.0377
finalClockSkew_ns = 0.00962
whs_ns = 0.161
slew_viol_final = 0
fin_crit_ns = 1.06
rsz0062_at_grt = "yes"
maxSlewHeadroom = 0.902

[power_and_ir_drop]
netSwitchingPower_uw = 79.0
p_per_area_nw_per_um2 = 1420
p_leak_nw = 0.117
combPwrFrac = 0.083
p_int_uw = 320
pwr-share-clk = 0.494
switching_share = 0.198
ir_drop_mv = 0.152
pwr-share-seq = 0.423

[die]
die_h_um = 80
core_area_um2 = 3420
io_pins = 5
chip_area_um2 = 6400
die_w_um = 80
fp_util = 0.0432
std_cell_rows = 21

[finish]
largest_reg_flops = 4
reg_top3 = "PS: 4 flops"
final_layout_size_suffix_gt1_frac = 0.348
design_area_um2 = 280
area_delta_synth_final_pct = 89.8
layout.cells.non_filler = 69
fin_util = 0.0821
mostFrequentLayoutCells = "dfrtp_1, clkbuf_4"
registers.top_by_ff_count = "PS"

[clock_tree]
h-tree-depth = 1
cts_tree = "done"
cts-root-buf = "clkbuf_4"
cts_sinks = 4
cts_buffers = 3
cts.path.max_buffers = 2
worstSkewPairLatency_ns = 0.24
clk_pin_slew_ns = 0.04

[grt]
grt_pass1_vias = 132
grt-ovfl-total = 0
grt_pass1_wl_um = 565
antenna_found_initial = 0
grt_usage = 0.0127
grt_max_degree = 5

[logic_synthesis]
syn_area_um2 = 148
yosys_warnings = 1
ys_cells = 13
synth_seq_share = 0.686
synth-seq-cells = 4
yosys.area.top_type = "dfrtp_1"
synth_top_area_share = 0.508
syn-instance-count = 13
syn_area_per_cell_um2 = 11.4
yosys_area_um2 = 148
top_cells_by_area = "dfrtp_1, dfstp_2, and2_1"
synth_cell_type_count = 9

[placed_design]
place_ws_ns = -0.396
place_hpwl_um = 279
place_area_um2 = 260
gp_congestion = 0.659
io_buffers = 4
dp.cells = 65

[setup_path]
path_cells = "and2_1 -> buf_2"
critical-path-max-stage-delay_ns = 0.37
critical_path_class = "flip-flop to output pin"
critPathMaxFanout = 2
critPathCaptureType = "output pin"
cp.required_ns = 0.88
startpoint_type = "flip-flop"
crit_slowest_cell = "dfrtp_1"
critPathArrivalTime_ns = 0.84

[flow_run]
openroad.warnings = 26
cap_viol_max_count = 0

[hold_path]
hp-class = "input port to async pin"

[status]
status = "complete, no violations"
==> cells by family after synthesis <==
| kind of cell | synth area share |
|---|---|
| compound gates | 0.0677 |
| buf+inv | 0.0509 |
| flops | 0.686 |
| simple gates | 0.195 |
==> per-layer routing <==
| layer | global-route usage | routed length [um] |
|---|---|---|
| met4 | 0.00704 | 17 |
| met1 | 0.0107 | 120 |
| met2 | 0.0120 | 106 |
| met3 | 0.0227 | 105 |
| met5 | 0 | 0 |
==> worst max-delay path: cells and delay by family (launching register included) <==
kind                   cells  cell delay (ns)
DFF                        1             0.37
and+or+nand+nor            1             0.13
buffers and inverters      1             0.11
==> worst paths after layout <==
path	slack (ns)	cells after the start	endpoint	start
setup / recovery	0.04	2	z	PS[3]
hold / removal	0.16	2	PS[3]	reset
setup reg to reg	0.27	3	PS[2]	PS[3]
hold reg to reg	0.48	1	PS[1]	PS[2]
max in group asynchronous	0.71	2	PS[0]	reset
min in group clk0	0.36	3	PS[0]	P1
==> Yosys cell counts <==
cell	instances
o21ai_0	1
and2_1	2
o21ai_1	1
nor3_1	1
inv_1	2
dfrtp_1	3
nor2_1	1
dfstp_2	1
and2_2	1
==> metrics by stage <==
| stage | power, mW | setup TNS (ns) |
|---|---|---|
| floorplan | 0.184 | 0 |
| global placement | 0.204 | -0.382 |
| detailed placement | 0.206 | -0.396 |
| CTS | 0.412 | 0 |
| global route | 0.436 | -0.0135 |
| finish | 0.399 | 0 |
==> power groups by stage <==
stage     sequential [mW]  clock (mW)  combinational [mW]
5_1_grt             0.169       0.229              0.0376
4_1_cts             0.168       0.209              0.0340
6_report            0.169       0.197              0.0329
==> timing repair <==
action / in CTS / in global routing
pin swaps: 1 / 0
endpoints found under the hold margin: 0 / 0
gates cloned: 0 / 0
setup buffers: 0 / 0
hold buffers: 0 / 0
resized: 4 / 0
endpoints found under the setup margin: 1 / 1
==> area by class of cell <==
type,instances,area (um^2)
clock buffers,4,26.3
fillers,409,3140
inverters,2,7.51
multi-input cells,7,38.8
flip-flops and latches,4,101
well taps,46,57.6
repair buffers,6,48.8
No activity file was given, so power comes from the tool's default toggle rates.
