--- flow/design.v ---
`timescale 1ns / 1ps
module debouncing (input RAW, input CLK, output reg CLEAN);
    reg[2:0] counter;
    wire TC;
    always @ (posedge CLK) begin
        if(~RAW)
            counter <= 3'b000;
        else
            counter <= counter + 3'b001;
    end
    assign TC = (counter==3'b111);
    always @ (posedge CLK) begin
        if(~RAW)
            CLEAN <= 1'b0;
        else if (TC)
            CLEAN <= 1'b1;
    end
endmodule
--- flow/run.sh ---
#!/bin/bash
# OpenROAD 26Q1-2900-gdf79404cd8, Yosys 0.63+post, stock flow scripts
make -C /OpenROAD-flow-scripts/flow DESIGN_CONFIG=/design/flow/config.mk WORK_HOME=/design/flow/orfs finish
--- flow/config.mk ---
export PLATFORM = sky130hd
export DESIGN_NAME = debouncing
export DESIGN_NICKNAME = debouncing
export VERILOG_FILES = /design/flow/design.v
export SDC_FILE = /design/flow/constraint.sdc
export NUM_CORES = 4
export LEC_CHECK = 1
export CORE_AREA = 10 10 70 70
export DIE_AREA = 0 0 80 80
--- flow/constraint.sdc ---
current_design debouncing

set clk_period 1.0
set clk_io_pct 0.2

create_clock -name clk0 -period $clk_period [get_ports {CLK}]

set non_clock_inputs [all_inputs -no_clocks]
set_input_delay [expr $clk_period * $clk_io_pct] -clock clk0 $non_clock_inputs
set_output_delay [expr $clk_period * $clk_io_pct] -clock clk0 [all_outputs]
==> CHANGELOG.md <==
### Physical design

- Unrepaired setup endpoints after global routing: false
- CTS clk-pin slew, worst paths: 40 ps
- Leak pwr: 0.0887 nW
- Cts bufs inserted: 3
- Via count: 87
- Psw: 0.0746 mW
- Die width: 80 microns
- YS chip area: 134 sq um
- Worst clock skew: 4.70 ps
- Core box area: 0.00342 sq mm
- 1st-iter DRT viols: 0
- Latency at later pin: 230 ps
- Fillers: 408
- Slew Viols, Final: 0
- GPL Wtd Cong: 0.543
- Min cycle time layout: 956 ps
- Initial antenna violation count: 0
- CP startpoint kind: flip-flop
- IO Count: 3
- Clock Sinks: 4
- Total Power: 0.399 mW
- Port Buffers: 2
- Placed inst area: 219 sq um
- Sw Share: 18.7%
- Ant diodes: 0
- Mapped Cells: 10
- Hold Violations, Final: 0
- Share of cells above drive strength 1: 56.3%
- Post-route antenna net violation count: 0
- Final TNS setup: 0 ps
- Sequential area share after synthesis: 59.8%
- Combinational power share: 7.2%
- Worst-path maximum fanout: 2
- CTS tree: built
- Max-cap violations: 0
- Floorplan Utilization: 3.92%
- Cycle use final: 95.6%
- Synth warn: 1
- Peak supply drop: 0.000737 V
- Number of global-route vias before repair: 111
- Post-route cell area: 254 sq um
- 1st-pass router iterations: 1
- Die H: 80 microns
- Synthesized registers: 4
- Post-CTS Setup Inserts: 0
- Post-CTS Hold Fix Bufs: 0
- Largest net degree at the start of global routing: 5
- Clk network pwr share: 48.7%
- CP Capture Type: flip-flop
- Syn-to-layout area delta: 89.7%
- Worst EP required: 1130 ps
- Worst min path class: reg2reg
- GRT overflow: 0
- Clock Tree Root: clkbuf_4
- Worst Tran Pin Value: 121 ps
- First-pass GRT wire length: 441 microns
- Run status: finished clean
- Pwr dens: 1570 mW/mm^2
- H-Tree Depth: 1
- Cell row count: 21
- Final setup vio count: 0
- Slew margin rel.: 91.9%
- Chip area: 0.00640 sq mm
- Post-synthesis cell type count: 5
- Gr usage total: 0.925%
- CTS max path bufs: 2
- Drc violations: 0
- P_int: 0.325 mW
- Avg Cell Area, Syn: 13.4 sq um
- WL final: 249 microns
- OpenROAD warning count: 25
- Via/cell ratio: 1.40
- Maximum clock rate: 1.05 GHz
- Register share of total power: 44.1%
- Netlist Area Pre-Place: 134 sq um
- Setup CP Type: reg2reg
- Yosys stat cell total: 10
- Critical path arrival: 1080 ps
- Avg WL per Cell: 4.02 microns
==> flip-flops by register name, indices dropped and copies added (netlist names) <==
name     count
CLEAN        1
counter      3
==> critical path: stages, from the launching register on <==
cell	delay, ps
dfxtp_1	320
ha_2	200
ha_4	190
and2_4	140
==> path summary, 6_finish.rpt <==
check                  start    endpoint  slack [ps]  depth (start not counted)
setup / recovery  counter[0]  counter[2]          40                          3
setup reg to reg  counter[0]  counter[2]          40                          3
hold reg to reg        CLEAN       CLEAN         480                          1
hold / removal         CLEAN       CLEAN         480                          1
==> logic make-up after synthesis <==
logic type                 after synthesis  share of synthesized area, %
adders and majority gates                2                          18.7
AOI/OAI and AO/OA                        1                          5.61
DFF                                      4                          59.8
and+or+nand+nor                          3                          15.9
==> power by group through the flow <==
stage         Clock [mW]  Sequential [mW]  Combinational [mW]
CTS                0.205            0.175              0.0241
global route       0.231            0.177              0.0359
finish             0.194            0.176              0.0288
==> stage by stage <==
stage                     std cells  setup slack (ps)  util (%)  hold slack [ps]
after global routing             62              7.70      7.44              487
after detailed placement         59             -16.2      6.41              457
after global placement           59             -16.4      6.41              453
after floorplan                  10              7.97         -              317
after CTS                        62              5.60      7.14              466
final                            62              43.5      7.44              481
==> routing by layer <==
layer	part of all wire (%)	track usage, %	vias up
li1	-	-	46
met1	64	1.19	38
met2	27	0.803	3
met3	8.8	1.14	0
met4	0	0.352	0
met5	0	0	-
==> cells in the mapped netlist, drive strengths merged <==
cell   instances  area, sq um
and2           2         12.5
dfxtp          4         80.1
ha             2         25.0
nor2b          1         8.76
o21a           1         7.51
==> area by class of cell <==
cell class                 instances  area [sq um]  area share [%]
timing repair buffer               3          22.5            8.87
clock buffer                       3          22.5            8.87
sequential                         4          80.1            31.5
multi-input combinational          6          71.3            28.1
tap                               46          57.6            22.7
==> timing repair <==
item,4_1_cts,5_1_grt
setup endpoints to repair,2,2
pin swaps,0,0
gates resized,3,3
==> cell usage in the layout, fill, tap and decap left out, drive strengths merged <==
cell type      n
dfxtp          4
and2           2
clkbuf         4
buf            1
o21a           1
ha             2
nor2b          1
clkdlybuf4s50  1
No activity file was given, so power comes from the tool's default toggle rates.
